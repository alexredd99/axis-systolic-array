==> flow/design.v <==
`timescale 1ns / 1ps
module n_delay #(
    parameter  int unsigned Latency    = 1,
    parameter  int unsigned Width      = 8,
    localparam int unsigned LatencyMin = Latency == 0 ? 1 : Latency
) (
    input  logic                        clk_i,
    input  logic                        en_i,
    input  logic                        rst_ni,
    input  logic [           Width-1:0] data_i,
    output logic [           Width-1:0] data_o,
    output logic [LatencyMin*Width-1:0] buffer_o
);
  logic [(Latency+1)-1:0][Width-1:0] buffer_temp;
  assign buffer_temp[0] = data_i;
  assign data_o = buffer_temp[(Latency+1)-1];
  for (genvar n = 0; n < Latency; n++) begin : gen_buffer
    always_ff @(posedge clk_i)
      if (!rst_ni) buffer_temp[n+1] <= '0;
      else if (en_i) buffer_temp[n+1] <= buffer_temp[n];
  end
  if (Latency == 0) assign buffer_o = data_i;
  else if (Latency == 1) assign buffer_o = buffer_temp[0];
  else assign buffer_o = buffer_temp[Latency-1:0];
endmodule
`timescale 1ns / 1ps
(* use_dsp = "yes" *)
module integer_multiplier #(
    parameter  int unsigned WidthX  = 4,
    parameter  int unsigned WidthK  = 8,
    parameter  int unsigned Latency = 1,
    localparam int unsigned WidthY  = WidthX + WidthK
) (
    input  logic                     clk_i,
    input  logic                     rst_ni,
    input  logic                     en_i,
    input  logic signed [WidthX-1:0] x_i,
    input  logic signed [WidthK-1:0] k_i,
    output logic signed [WidthY-1:0] y_o
);
  logic signed [WidthY-1:0] temp_mul;
  always_ff @(posedge clk_i)
    if (!rst_ni) temp_mul <= '0;
    else if (en_i) temp_mul <= $signed(x_i) * $signed(k_i);
  n_delay #(
      .Latency(Latency - 1),
      .Width  (WidthY)
  ) i_mac_delay (
      .clk_i   (clk_i),
      .en_i    (en_i),
      .rst_ni  (rst_ni),
      .data_i  (temp_mul),
      .data_o  (y_o),
      .buffer_o()
  );
endmodule
(* use_dsp = "yes" *)
module minifloat_multiplier #(
    parameter  int unsigned ExpWidthX   = 4,
    parameter  int unsigned ExpWidthK   = 4,
    parameter  int unsigned ManWidthX   = 3,
    parameter  int unsigned ManWidthK   = 3,
    parameter  int unsigned Latency     = 1,
    localparam int unsigned WidthX      = 1 + ExpWidthX + ManWidthX,
    localparam int unsigned WidthK      = 1 + ExpWidthK + ManWidthK,
    localparam int unsigned ManWidthMax = ((ManWidthX>ManWidthK) ? ManWidthX : ManWidthK),
    localparam int unsigned ExpWidthMax = ((ExpWidthX>ExpWidthK) ? ExpWidthX : ExpWidthK),
    localparam int unsigned WidthY      = 2 * (ManWidthMax + (2 ** ExpWidthMax))
) (
    input  logic                     clk_i,
    input  logic                     rst_ni,
    input  logic                     en_i,
    input  logic        [WidthX-1:0] x_i,
    input  logic        [WidthK-1:0] k_i,
    output logic signed [WidthY-1:0] y_o
);
  logic sign_x, sign_k;
  logic [ExpWidthX-1:0] exp_x;
  logic [ExpWidthK-1:0] exp_k;
  logic [ManWidthX-1:0] man_x;
  logic [ManWidthK-1:0] man_k;
  logic norm_x, norm_k;
  logic [(ManWidthX+1)-1:0] ext_man_x;   
  logic [(ManWidthK+1)-1:0] ext_man_k;   
  logic signed [(ManWidthX-1)+2:0] signed_man_x;   
  logic signed [(ManWidthK-1)+2:0] signed_man_k;   
  logic signed [WidthY-1:0] fixed_product;
  always_comb begin
    {sign_x, exp_x, man_x} = x_i;
    {sign_k, exp_k, man_k} = k_i;
    {norm_x, norm_k} = {|exp_x, |exp_k};
    ext_man_x = {norm_x, man_x};   
    ext_man_k = {norm_k, man_k};   
    signed_man_x = sign_x ? -ext_man_x : ext_man_x;   
    signed_man_k = sign_k ? -ext_man_k : ext_man_k;   
    fixed_product = ($signed(signed_man_x) * $signed(signed_man_k)) <<
        ($unsigned({1'b0, exp_x} + {1'b0, exp_k}) - $unsigned(norm_x) - $unsigned(norm_k));
  end
  logic signed [WidthY-1:0] temp_mul;
  always_ff @(posedge clk_i) begin
    if (!rst_ni) temp_mul <= '0;
    else if (en_i) temp_mul <= fixed_product;
  end
  n_delay #(
      .Latency(Latency - 1),
      .Width  (WidthY)
  ) i_mac_delay (
      .clk_i   (clk_i),
      .en_i    (en_i),
      .rst_ni  (rst_ni),
      .data_i  (temp_mul),
      .data_o  (y_o),
      .buffer_o()
  );
endmodule
module acc #(
    parameter int unsigned WidthX  = 4,
    parameter int unsigned WidthY  = 16,
    parameter int unsigned Latency = 1
) (
    input  logic                     clk_i,
    input  logic                     rst_ni,
    input  logic                     en_i,
    input  logic                     x_valid_i,
    input  logic                     first_i,
    input  logic signed [WidthX-1:0] x_i,
    output logic signed [WidthY-1:0] y_o
);
  logic signed [WidthY-1:0] temp_acc;
  always_ff @(posedge clk_i)
    if (!rst_ni) temp_acc <= '0;
    else if (en_i && x_valid_i) begin
      temp_acc <= WidthY'($signed(x_i)) + $signed(first_i ? WidthY'(0) : temp_acc);
    end
  n_delay #(
      .Latency(Latency - 1),
      .Width  (WidthY)
  ) i_mac_delay (
      .clk_i   (clk_i),
      .en_i    (en_i),
      .rst_ni  (rst_ni),
      .data_i  (temp_acc),
      .data_o  (y_o),
      .buffer_o()
  );
endmodule
`timescale 1ns / 1ps
module tri_buffer #(
    parameter int unsigned Width = 8,
    parameter int unsigned Size  = 4
) (
    input  logic                       clk_i,
    input  logic                       rst_ni,
    input  logic                       en_i,
    input  logic [Size-1:0][Width-1:0] x_i,
    output logic [Size-1:0][Width-1:0] y_o
);
  logic signed [Size-1:0][Size-1:0][Width-1:0] buffer;  
  assign buffer[0] = x_i;   
  for (genvar row = 1; row < Size; row++) begin : gen_row   
    for (genvar col = row; col < Size; col++) begin : gen_col   
      always_ff @(posedge clk_i)
        if (!rst_ni) buffer[row][col] <= 0;
        else if (en_i) buffer[row][col] <= buffer[row-1][col];
    end
  end
  for (genvar col = 0; col < Size; col++) begin : gen_output   
    assign y_o[col] = buffer[col][col];   
  end
endmodule
`timescale 1ns / 1ps
typedef enum int {
  MAC_INT = 0,
  MAC_FP  = 1
} mac_type_e;
module axis_sa #(
    parameter int unsigned LatencyMul = 1,
    parameter int unsigned LatencyAcc = 1,
    parameter int unsigned Rows = 4,
    parameter int unsigned Cols = 8,
    parameter int unsigned WidthY = 16,   
    parameter mac_type_e MacType = MAC_INT,
    parameter int unsigned WidthX = 4,
    parameter int unsigned WidthK = 8,
    parameter int unsigned ExpWidthX = 4,
    parameter int unsigned ExpWidthK = 4,
    parameter int unsigned ManWidthX = 3,
    parameter int unsigned ManWidthK = 3,
    parameter int unsigned WidthM = WidthX + WidthK,   
    localparam int unsigned FpWidthX = 1 + ExpWidthX + ManWidthX,
    localparam int unsigned FpWidthK = 1 + ExpWidthK + ManWidthK,
    localparam int unsigned ManWidthMax = ((ManWidthX>ManWidthK) ? ManWidthX : ManWidthK),
    localparam int unsigned ExpWidthMax = ((ExpWidthX>ExpWidthK) ? ExpWidthX : ExpWidthK),
    localparam int unsigned FpWidthM = 2 * (ManWidthMax + (2 ** ExpWidthMax)),
    localparam int unsigned DiagLen = (Rows+Cols) - 1,
    localparam int unsigned ActualWidthX = (MacType == MAC_INT) ? WidthX : FpWidthX,
    localparam int unsigned ActualWidthK = (MacType == MAC_INT) ? WidthK : FpWidthK,
    localparam int unsigned ActualWidthM = (MacType == MAC_INT) ? WidthY : FpWidthM
) (
    input  logic                              clk_i,
    input  logic                              rst_ni,
    input  logic                              s_valid_i,
    input  logic                              s_last_i,
    input  logic                              m_ready_i,
    output logic                              s_ready_o,
    output logic                              m_valid_o,
    output logic                              m_last_o,
    input  logic [Rows-1:0][ActualWidthX-1:0] sx_data_i,
    input  logic [Cols-1:0][ActualWidthK-1:0] sk_data_i,
    output logic [Rows-1:0][      WidthY-1:0] m_data_o
);
  logic en_mac, en_shift;
  logic [Rows-1:0][ActualWidthX-1:0] xi_delayed;
  logic [Cols-1:0][ActualWidthK-1:0] ki_delayed, sk_reversed;
  logic [Rows-1:0][Cols-1:0][ActualWidthX-1:0] xi;
  logic [Rows-1:0][Cols-1:0][ActualWidthK-1:0] ki;
  logic [Rows-1:0][Cols-1:0][ActualWidthM-1:0] mo;
  logic [Rows-1:0][Cols-1:0][WidthY-1:0] ao, ro;
  logic [DiagLen-1:0] r_valid, r_last, r_copy, r_clear, conflict, a_valid, m_first;
  logic [LatencyMul+LatencyAcc+DiagLen-1:0] valid, vlast;
  assign en_mac   = !(|conflict);  
  assign en_shift = r_valid[DiagLen-1] && m_ready_i;   
  assign s_ready_o = en_mac;
  for (genvar c = 0; c < Cols; c++) assign sk_reversed[c] = sk_data_i[Cols-1-c];
  tri_buffer #(
      .Width(ActualWidthX),
      .Size (Rows)
  ) i_tri_x (
      .clk_i (clk_i),
      .rst_ni(rst_ni),
      .en_i  (en_mac),
      .x_i   (sx_data_i),
      .y_o   (xi_delayed)
  );
  tri_buffer #(
      .Width(ActualWidthK),
      .Size (Cols)
  ) i_tri_k (
      .clk_i (clk_i),
      .rst_ni(rst_ni),
      .en_i  (en_mac),
      .x_i   (sk_reversed),
      .y_o   (ki_delayed)
  );
  n_delay #(
      .Latency(LatencyMul + LatencyAcc + DiagLen),
      .Width  (1)
  ) i_valid (
      .clk_i   (clk_i),
      .en_i    (en_mac),
      .rst_ni  (rst_ni),
      .data_i  (s_valid_i),
      .data_o  (),
      .buffer_o(valid)
  );
  n_delay #(
      .Latency(LatencyMul + LatencyAcc + DiagLen),
      .Width  (1)
  ) i_vlast (
      .clk_i   (clk_i),
      .en_i    (en_mac),
      .rst_ni  (rst_ni),
      .data_i  (s_valid_i && s_last_i),
      .data_o  (),
      .buffer_o(vlast)
  );
  for (genvar r = 0; r < Rows; r++) begin
    for (genvar c = 0; c < Cols; c++) begin
      if (c == 0) assign xi[r][c] = xi_delayed[r];
      else   
        always_ff @(posedge clk_i)
          if (!rst_ni) xi[r][c] <= '0;
          else if (en_mac) xi[r][c] <= xi[r][c-1];
      if (r == 0) assign ki[r][c] = ki_delayed[c];
      else   
        always_ff @(posedge clk_i)
          if (!rst_ni) ki[r][c] <= '0;
          else if (en_mac) ki[r][c] <= ki[r-1][c];
    end
  end
  for (genvar r = 0; r < Rows; r++) begin : MR
    for (genvar c = 0; c < Cols; c++) begin : MC
      if (MacType == MAC_INT) begin
        integer_multiplier #(
            .WidthX (WidthX),
            .WidthK (WidthK),
            .Latency(LatencyMul)
        ) MUL (
            .clk_i (clk_i),
            .rst_ni(rst_ni),
            .en_i  (en_mac),
            .x_i   (xi[r][c]),
            .k_i   (ki[r][c]),
            .y_o   (mo[r][c])
        );
      end else begin
        minifloat_multiplier #(
            .ExpWidthX(ExpWidthX),
            .ExpWidthK(ExpWidthK),
            .ManWidthX(ManWidthX),
            .ManWidthK(ManWidthK),
            .Latency  (LatencyMul)
        ) MUL (
            .clk_i (clk_i),
            .rst_ni(rst_ni),
            .en_i  (en_mac),
            .x_i   (xi[r][c]),
            .k_i   (ki[r][c]),
            .y_o   (mo[r][c])
        );
      end
    end
  end
  for (genvar d = 0; d < DiagLen; d++) begin
    always_ff @(posedge clk_i)
      if (!rst_ni) m_first[d] <= 1'b1;
      else if (valid[LatencyMul+d]) m_first[d] <= vlast[LatencyMul+d];
  end
  for (genvar r = 0; r < Rows; r++) begin : AR
    for (genvar c = 0; c < Cols; c++) begin : AC
      localparam d = (r+c);
      acc #(
          .WidthX (ActualWidthM),
          .WidthY (WidthY),
          .Latency(LatencyAcc)
      ) ACC (
          .clk_i    (clk_i),
          .rst_ni   (rst_ni),
          .en_i     (en_mac),
          .x_valid_i(valid[LatencyMul+d]),
          .first_i  (m_first[d]),
          .x_i      (mo[r][c]),
          .y_o      (ao[r][c])
      );
    end
  end
  for (genvar d = 0; d < DiagLen; d++) begin
    if (d == 0) assign r_last[0] = r_valid[0];
    else
      always_ff @(posedge clk_i)
        if (!rst_ni) r_last[d] <= 0;
        else if (en_shift)
          if ((d >= (Cols - 1)) && m_last_o)
            r_last[d] <= 0;   
          else r_last[d] <= r_last[d-1];   
    always_ff @(posedge clk_i)
      if (!rst_ni) a_valid[d] <= 0;
      else if (en_mac) a_valid[d] <= vlast[LatencyMul+LatencyAcc+d-1];
    assign conflict [d] = a_valid[d]  &&  r_valid[d];  
    assign r_copy   [d] = a_valid[d]  && !r_valid[d];  
    assign r_clear[d] = en_shift && r_last[d];   
    always_ff @(posedge clk_i)
      if (!rst_ni) r_valid[d] <= 0;
      else if ((d >= (Cols - 1)) && en_shift && m_last_o)
        r_valid[d] <= 0;   
      else if (r_copy[d]) r_valid[d] <= 1;
      else if (r_clear[d]) r_valid[d] <= 0;
  end
  for (genvar r = 0; r < Rows; r++) begin
    for (genvar c = 0; c < Cols; c++) begin
      if (c == 0) begin
        always_ff @(posedge clk_i)
          if (!rst_ni) ro[r][0] <= '0;
          else if (r_copy[(r+0)]) ro[r][0] <= ao[r][0];
      end else begin
        always_ff @(posedge clk_i)
          if (!rst_ni) ro[r][c] <= '0;
          else if (r_copy[(r+c)]) ro[r][c] <= ao[r][c];
          else if (en_shift) ro[r][c] <= ro[r][c-1];
      end
    end
  end
  assign m_valid_o = r_valid[DiagLen-1];
  assign m_last_o  = r_last[Cols-1];
  for (genvar r = 0; r < Rows; r++) assign m_data_o[r] = ro[r][Cols-1];
endmodule
==> flow/run.sh <==
#!/bin/bash
# OpenROAD 26Q1-2900-gdf79404cd8, Yosys 0.63+post, stock flow scripts
make -C /OpenROAD-flow-scripts/flow DESIGN_CONFIG=/design/flow/config.mk WORK_HOME=/design/flow/orfs finish
==> flow/config.mk <==
export PLATFORM = sky130hd
export DESIGN_NAME = axis_sa
export DESIGN_NICKNAME = axis_sa
export VERILOG_FILES = /design/flow/design.v
export SDC_FILE = /design/flow/constraint.sdc
export NUM_CORES = 4
export LEC_CHECK = 1
export CORE_UTILIZATION = 40
export SYNTH_HDL_FRONTEND = slang
==> flow/constraint.sdc <==
current_design axis_sa

set clk_period 69.6
set clk_io_pct 0.2

create_clock -name clk0 -period $clk_period [get_ports {clk_i}]

set non_clock_inputs [all_inputs -no_clocks]
set_input_delay [expr $clk_period * $clk_io_pct] -clock clk0 $non_clock_inputs
set_output_delay [expr $clk_period * $clk_io_pct] -clock clk0 [all_outputs]
==> flow_summary.ini <==
; physical design summary
[outcome]
status = finished, final reports clean

[drt]
firstDrtPassIters = 5
vias_per_cell = 5.20
route.detailed.drc = 0
first_iter_violations = 6558
routed_wl_um = 356000
ant_nets = 0
wire_per_inst_um = 17.8
via_count = 104000

[synthesis]
synth_async_sr_flop_share_pct = 0
mux_share_pct = 0.586
edf_count = 0
ys_cells = 16000
yosys.area.top_type = dfxtp_1
netlist_logic_family_top = simple AND/OR/NAND/NOR gates
simple_gate_area_share_pct = 22.5
yosys_area_um2 = 129000
ys_top_cells_by_area = dfxtp_1 31%, ha_1 11%, nand2_1 11%
synth-main-ff-cell = dfxtp_1
synthXorXnorAreaFrac_pct = 4.87
synth_area_um2 = 129000
syn_inst = 16000
yosysUniqueCellTypes = 73
yosysWarnings = 0
ys_seq_share_pct = 31.2
netlist.area_leader.share_pct = 31.2
synthAdderAreaFrac_pct = 19.8
compound_area_share_pct = 15.9
synth_flops = 2012
synth.avg_cell_area_um2 = 8.08

[final_timing]
setup-tns-final_ns = 0
rsz0062_at_grt = no
setup_viol = 0
setup_slack_ns = 51.89
finClkSkew_ns = 0.0556
slew_viol_final = 0
slew-limit-headroom_pct = 29.3
fin_crit_sh_pct = 25.5
hold_viol = 0
period_minus_slack_ns = 17.71
worst_pin_slew_ns = 1.05
max_freq_mhz = 56.5

[clocking]
cts_tree = done
clkSinkCount = 2012
clk_pin_slew_worst_paths_ns = 0.06
cts_buffers = 227
cts_max_path_buffers = 4
cts_root_buffer = clkbuf_16
cts_resized = 0
hold_buffers = 0
htree_levels = 4
post_cts_buffers = 0
clk_latency_ns = 0.92

[grt]
antenna_found_initial = 10
grt_overflow = 0
gr-usage-all-layers_pct = 22.5
grt_max_degree = 157
grt_pass1_vias = 96600
grt_pass1_wl_um = 560000

[pwr]
power.leakage_nw = 58.8
powerDensity_nw_per_um2 = 18.3
ir_worst_vdd_v = 0.0000239
p_comb_share_pct = 4.7
pwr-share-clk_pct = 49.3
swShare_pct = 23.8
total_power_mw = 2.58
cellInternalPower_mw = 1.97
sequentialPowerShare_pct = 46.0
netSwitchingPower_mw = 0.615

[setup_path]
worstPathMaxFanout = 111
end_kind = flop
crit_type = in -> reg
startpoint_type = input port
r2r_slack_ns = 63.00
path_common_cell = buf_4
crit_path_cell_trace = buf_8 -> inv_8 -> buf_4 -> buf_4 -> buf_4 -> buf_4 -> buf_4 -> a311oi_1
cp_slowest_stage_delay_ns = 0.71
crit_arrival_ns = 18.45
required_ns = 70.33
slowest_stage = buf_4

[hold_path]
min_path_type = reg -> reg

[placement]
pre_cts_ws_ns = 50.97
placedCellCount = 19600
routabilityCongestion = 0.916
io_buffer_count = 151
hpwl_um = 257000

[cells_and_area]
fin_util_pct = 43.9
layout.cells.non_filler = 20000
syn_to_final_growth_pct = 9.35
mostFrequentLayoutCells = 3669 x nand2_1, 2006 x dfxtp_1, 1721 x a21oi_1, 1120 x ha_1, 906 x nor2_1
drive_gt1_share_pct = 3.89
mostFrequentLayoutCell = nand2_1

[floorplanning]
die_w_um = 570
die_y_um = 570
dieArea_um2 = 325000
core-area_um2 = 321000
fp_util_pct = 40.2
ioPinCount = 152
rows = 208

[run]
maxCapViolations = 0
warning_count = 44
## cell type report
type / instances / area (um^2)
Sequential cell: 2012 / 40300
Clock inverter: 97 / 1430
Multi-Input combinational cell: 12300 / 82200
Fill cell: 31500 / 180000
Inverter: 680 / 2570
Timing Repair Buffer: 310 / 2770
Antenna cell: 7 / 17.5
Clock buffer: 320 / 6440
Tap cell: 4305 / 5390
## routing by layer
layer | global-route usage, % | routed length [um] | share of wire (%)
met5 | 0 | 27 | 0.0076
met1 | 34.1 | 169000 | 47
met2 | 33.3 | 154000 | 43
met3 | 5.70 | 25300 | 7.1
met4 | 4.16 | 7530 | 2.1
## final timing paths
check	end	startpoint	cells after the start
worst max-delay path	m_data_o[20]	rst_ni	8
worst min-delay path	ro[138]	AR[1].AC[0].ACC.temp_acc[10]	2
worst max register to register	i_tri_k.buffer[246]	i_vlast.buffer_o[11]	11
worst min register to register	ro[138]	AR[1].AC[0].ACC.temp_acc[10]	2
## metrics by stage
| stage | instance area, um^2 | hold WS [ns] |
|---|---|---|
| after floorplan | 129000 | 0.432 |
| after global placement | 133000 | 0.438 |
| after detailed placement | 133000 | 0.442 |
| after CTS | 141000 | 0.433 |
| after global routing | 141000 | 0.466 |
| final | 141000 | 0.440 |
## power groups by stage
stage	combinational [mW]	clock, mW	sequential, mW
5_1_grt	0.137	1.34	1.19
6_report	0.122	1.27	1.19
4_1_cts	0.123	1.30	1.19
## cell families after synthesis
group,Yosys count
compound gates,3305
fa+ha+maj,1696
simple gates,6510
flops,2012
xor+xnor,717
mux,72
buf+inv,1661
## sequential cells by signal, summed over array words and instances, names as in the netlist, 7 cells and up
name,cells
AR.AC.ACC.temp_acc,512
ro,448
MR.MC.genblk1.MUL.temp_mul,384
ki,192
i_tri_k.buffer,168
xi,112
m_data_o,64
i_tri_k.y_o,56
i_tri_x.buffer,12
i_tri_x.y_o,12
i_valid.buffer_o,11
i_vlast.buffer_o,11
m_first,11
r_valid,9
r_last,7
## synth_stat cells, types with 31 or more instances
cell type and n:
a21o_1 144, nand2_1 3677, xnor2_1 551, clkbuf_1 750
or3_1 74, o21bai_1 145, a211oi_1 140, dfxtp_1 2012
nor2_1 906, a21oi_1 1721, nor2b_1 675, buf_2 127
ha_1 1120, nand3_1 190, xor2_1 166, o21ai_0 278
buf_1 37, a31oi_1 46, and2_1 625, fa_1 576
inv_1 677, buf_4 67, a311oi_1 448, a21boi_0 31
nor3_1 116, nand2b_1 96, o21a_1 78, mux2i_1 44
and3_1 50, o211ai_1 32, o21ai_1 31
## worst max-delay path: cells and delay by family
family	cells	cell delay [ns]
AND-OR/OR-AND	1	0.10
buffers and inverters	7	4.19
No activity file was given, so power comes from the tool's default toggle rates.
